File: flow/run.sh
#!/bin/bash
# OpenROAD 26Q1-2900-gdf79404cd8, Yosys 0.63+post, stock flow scripts
make -C /OpenROAD-flow-scripts/flow DESIGN_CONFIG=/design/flow/config.mk WORK_HOME=/design/flow/orfs finish
File: flow/config.mk
export PLATFORM = sky130hd
export DESIGN_NAME = DigitalLife
export DESIGN_NICKNAME = DigitalLife
export VERILOG_FILES = /design/flow/design.v
export SDC_FILE = /design/flow/constraint.sdc
export NUM_CORES = 4
export LEC_CHECK = 1
export CORE_UTILIZATION = 40
File: flow/constraint.sdc
current_design DigitalLife

set clk_period 3.0
set clk_io_pct 0.2

create_clock -name clk0 -period $clk_period [get_ports {clk}]

set non_clock_inputs [all_inputs -no_clocks]
set_input_delay [expr $clk_period * $clk_io_pct] -clock clk0 $non_clock_inputs
set_output_delay [expr $clk_period * $clk_io_pct] -clock clk0 [all_outputs]
File: flow/design.v
module DigitalLife (
	input wire clk,
	input wire rst,
	output reg[6:0] digital,
	output reg[3:0] odd,
	output reg[3:0] even
);
	reg[31:0] counter;
	reg[3:0] count;
	Encoder encoder(.number(count), .digital(digital));
	always_ff @ (posedge clk) begin
		if (rst == 1'b1) begin
			count <= 1'b0;
			odd <= 1'b1;
			even <= 1'b0;
			counter <= 31'b0;
		end else begin
		  if (counter <= 31'd1048576) begin
				counter <= counter + 31'b1;
			end else begin
				counter <= 31'd0;
				if (count <= 4'd8) begin
					count <= count + 4'd1;
				end else begin
					count <= 4'd0;
				end
				if (odd <= 4'd7) begin
					odd <= odd + 4'd2;
				end else begin
					odd <= 4'd1;
				end
				if (even <= 4'd6) begin
					even <= even + 4'd2;
				end else begin
					even <= 4'd0;
				end
			end
		end
	end
endmodule  
module Encoder (
	input wire[3:0] number,
	output reg[6:0] digital
);
	always_comb begin
        if (number == 4'd0) begin
            digital = 7'b0111111;
        end else if (number == 4'd1) begin
            digital = 7'b0000110;
        end else if (number == 4'd2) begin
            digital = 7'b1011011;
        end else if (number == 4'd3) begin
            digital = 7'b1001111;
        end else if (number == 4'd4) begin
            digital = 7'b1100110;
        end else if (number == 4'd5) begin
            digital = 7'b1101101;
        end else if (number == 4'd6) begin
            digital = 7'b1111101;
        end else if (number == 4'd7) begin
            digital = 7'b0000111;
        end else if (number == 4'd8) begin
            digital = 7'b1111111;
        end else if (number == 4'd9) begin
            digital = 7'b1101111;
        end else begin
            digital = 7'b0000000;
        end
	end
endmodule  
==> run summary <==
Implementation progress

The run finished with clean final reports. The width of the chip stands at 74.23 µm. STA classifies the critical path endpoint as an output port. The number of pins exceeding their max-slew limit in the final report stands at 0.

The worst setup slack after layout stands at 0.2742 ns. The floorplan step records an initial core utilization of 0.4277. For the completed layout, the total cell area is recorded as 0.002412 mm². The final cycle utilization of the critical path stands at 0.9086. Per the Yosys statistics, synthesis produced 234 cells. The number of flops mapped to enable cells by yosys stands at 0. For this block, the via count after detailed routing is 1645.

Across the whole layout, storage elements account for 860.8 µm². The share of the core filled with cells in the final layout stands at 0.4944. The congestion estimate from routability-driven global placement came to 0.8163. The share of the Yosys chip area taken by registers is 0.4125.

The maximum level of the CTS H-tree stands at 2. The type recorded for the worst min-delay path is flop to flop. The cell area power density stands at 486.8 mW/mm².

The maximum clock frequency stands at 366.9 MHz. Leaving out fill and tap cells, the most frequent cell in the layout is sky130_fd_sc_hd__dfxtp_1. The arrival time of the worst setup path stands at 2.13 ns. The overall overflow remaining after global route stands at 0. After floorplanning, the core was sized to cover 0.004880 mm². The count of synthesis-stage warnings from yosys stands at 2. For reference, the placement row count at floorplan is 25.

The number of filler cells placed in the layout stands at 479. The final antenna diode tally reported by the flow is 0. The vertical die size stands at 74.23 µm.

The initial antenna violation count is 0. The synthesized netlist handed to floorplanning was reported with a cell count of 234. Looking at the critical path, the highest net fanout was 10. CTS placed an instance of sky130_fd_sc_hd__clkbuf_8 at the clock tree root. According to the timing report, the critical path is launched from count[0]. The worst endpoint required time stands at 2.40 ns. A synthesized cell averages 8.919 µm². The maximum number of pins on one net before global-route repair stands at 22.

The first global-routing pass estimated 6486 µm of wire. TritonCTS built the clock tree. The shortest clock period the worst path allows after layout stands at 2.726 ns. Gates resized during post-CTS repair numbered 0. Overall routing resource usage recorded by global route was 0.1524. TritonCTS created 5 clock buffers. The number of max-cap violations stands at 0. In the final layout, the share of cells above drive strength 1 is 0.05929. The area of placed instances stands at 0.002300 mm². The post-CTS clock slew at the launch and capture registers of the worst setup and hold paths stands at 0.08 ns.

Summed over all cells, the static leakage comes to 0.8438 nW. In the Yosys stats the netlist draws on 45 distinct library cells. The average wire per standard cell stands at 12.02 µm.

The post-route antenna net violation count stands at 0. The final worst hold slack stands at 0.4617 ns. The critical path in this run is classified as flop to output port. STA lists the startpoint of the worst hold path as odd[0].

The maximum ir drop on the vdd rail stands at 0.4087 mV. The transition time at the pin with the least slew margin stands at 0.8177 ns. After layout, the design draws a total of 1.174 mW.

The number of placed instances with taps included stands at 312. The number of hold buffers added after CTS was 0. The multi-input logic area stands at 0.001141 mm².

The violation tally recorded at the end of detailed-routing iteration 0 is 35. The routed layout reports a DRC error count of 0. Looking at the reg2reg group, the worst path starts from counter[0]. Per the detailed-route log, wirelength across all metal layers totals 3847 µm. Between the synthesized netlist and the finished layout, the area growth was recorded as 15.59%.

The average vias per placed instance stands at 5.141. TritonCTS reports the number of clock sinks as 43. The die area stands at 0.005510 mm². The detailed-routing iteration count for the pre-antenna-repair pass stands at 4. The final sum of negative setup slack stands at 0 ns. Per the cell usage report, the commonest logic cells after layout are sky130_fd_sc_hd__dfxtp_1, sky130_fd_sc_hd__nor3_1, sky130_fd_sc_hd__clkdlybuf4s50_1. The number of global-route vias before repair was 1399.

STA classifies the critical path startpoint as a flop. In this run, synthesis produced a sequential element count of 43. Hold-check failures listed in the final report amount to 0.

Setup repair after global routing left no endpoint under its margin. Per the CTS log, the buffer count on the longest clock path is 2. At the later pin of the worst-skew pair, clock insertion delay measures 0.29 ns. The worst max-slew margin expressed relative to the limit stands at 0.4549. The tool warning count stands at 29. The mapped netlist covers 0.002087 mm². Post-synth the commonest register cell is sky130_fd_sc_hd__dfxtp_1. After clock tree synthesis, the setup repair step added 0 buffers. The I/O pin count stands at 17. Summed over all nets, the half-perimeter wirelength after detailed placement is 2605 µm. The fraction of synthesis flops using an asynchronous set or reset pin stands at 0. The number of setup violations in the final report stands at 0.

Between clock sinks in the finished design, the worst skew comes to 0.007114 ns. The count of cells in the finished layout, fillers not included, comes to 320. According to the Yosys statistics, the synthesized design has a chip area of 0.002087 mm².

Setup slack on the worst path after placement came out at 0.6032 ns. Port buffering added 15 buffers.
routing by layer:
layer | global-route usage | wire [µm] | vias to the layer above
li1 | - | - | 873
met1 | 0.2483 | 2062 | 749
met2 | 0.2242 | 1652 | 21
met3 | 0.02610 | 106 | 2
met4 | 0.02306 | 25 | 0
met5 | 0 | 0 | -
synthesized netlist by cell type (2+ instances only):
| master | count | area share |
|---|---|---|
| sky130_fd_sc_hd__ha_1 | 8 | 0.048 |
| sky130_fd_sc_hd__nor2_1 | 12 | 0.022 |
| sky130_fd_sc_hd__o31ai_1 | 5 | 0.018 |
| sky130_fd_sc_hd__or3_1 | 2 | 0.0060 |
| sky130_fd_sc_hd__and3_1 | 2 | 0.0060 |
| sky130_fd_sc_hd__mux2i_1 | 9 | 0.043 |
| sky130_fd_sc_hd__nand2_1 | 14 | 0.025 |
| sky130_fd_sc_hd__a211oi_1 | 7 | 0.025 |
| sky130_fd_sc_hd__o211a_1 | 2 | 0.0096 |
| sky130_fd_sc_hd__clkbuf_1 | 13 | 0.023 |
| sky130_fd_sc_hd__buf_2 | 2 | 0.0048 |
| sky130_fd_sc_hd__xor2_1 | 12 | 0.050 |
| sky130_fd_sc_hd__nand3_1 | 8 | 0.019 |
| sky130_fd_sc_hd__and2_1 | 2 | 0.0060 |
| sky130_fd_sc_hd__nor3_1 | 18 | 0.043 |
| sky130_fd_sc_hd__dfxtp_1 | 43 | 0.41 |
| sky130_fd_sc_hd__and4_1 | 4 | 0.017 |
| sky130_fd_sc_hd__buf_4 | 2 | 0.0072 |
| sky130_fd_sc_hd__nor2b_1 | 3 | 0.0090 |
| sky130_fd_sc_hd__inv_1 | 11 | 0.020 |
| sky130_fd_sc_hd__nor4_1 | 6 | 0.018 |
| sky130_fd_sc_hd__o32ai_1 | 2 | 0.0084 |
| sky130_fd_sc_hd__o21ai_0 | 3 | 0.0072 |
| sky130_fd_sc_hd__or4_1 | 6 | 0.022 |
| sky130_fd_sc_hd__a21oi_1 | 6 | 0.014 |
| sky130_fd_sc_hd__o22ai_1 | 3 | 0.0090 |
| sky130_fd_sc_hd__nand4_1 | 11 | 0.033 |
report_power, final:
group	leakage, nW	switching (mW)	internal, mW
Combinational	0.433	0.0538	0.0723
Clock	0.0581	0.199	0.248
Sequential	0.352	0.0133	0.589
Total	0.844	0.266	0.909
critical path, cell delays in order, from the launching register on:
cell and delay [ns]:
sky130_fd_sc_hd__dfxtp_1 0.40, sky130_fd_sc_hd__inv_1 0.10, sky130_fd_sc_hd__ha_1 0.32, sky130_fd_sc_hd__nor2_1 0.28, sky130_fd_sc_hd__mux2i_1 0.12, sky130_fd_sc_hd__o22ai_1 0.15
sky130_fd_sc_hd__clkdlybuf4s50_1 0.47
worst paths after layout:
path / slack, ns / cells after the start / endpoint
max: 0.27 / 6 / digital[6]
min reg2reg: 0.46 / 2 / odd[0]
max reg2reg: 0.83 / 7 / counter[16]
min: 0.46 / 2 / odd[0]
kinds of logic after synthesis:
family | after synthesis | share of synthesized area
other | 1 | 0.001797
AND-OR/OR-AND | 33 | 0.1097
buffers and inverters | 29 | 0.06055
multiplexers | 11 | 0.05396
flip-flops | 43 | 0.4125
XOR/XNOR | 13 | 0.05456
AND/OR/NAND/NOR | 96 | 0.2590
adder cells (fa/ha/maj) | 8 | 0.04796
registers in the layout, indices dropped and copies added (netlist names):
register,count
even,3
counter,32
odd,4
count,4
layout make-up:
class / instances / share of cell area
Multi-Input combinational cell: 173 / 0.4730
Sequential cell: 43 / 0.3568
Timing Repair Buffer: 18 / 0.07158
Tap cell: 67 / 0.03475
Clock buffer: 5 / 0.02853
Clock inverter: 3 / 0.01815
Inverter: 11 / 0.01712
No activity file was given, so power comes from the tool's default toggle rates.
