**flow/config.mk**
```make
export PLATFORM = sky130hd
export DESIGN_NAME = Adder
export DESIGN_NICKNAME = Adder
export VERILOG_FILES = /design/flow/design.v
export SDC_FILE = /design/flow/constraint.sdc
export NUM_CORES = 4
export LEC_CHECK = 1
export CORE_AREA = 10 10 70 70
export DIE_AREA = 0 0 80 80
```
**flow/constraint.sdc**
```tcl
current_design Adder

set clk_period 5.0
set clk_io_pct 0.2

create_clock -name clk0 -period $clk_period

set non_clock_inputs [all_inputs -no_clocks]
set_input_delay [expr $clk_period * $clk_io_pct] -clock clk0 $non_clock_inputs
set_output_delay [expr $clk_period * $clk_io_pct] -clock clk0 [all_outputs]
```
**flow/design.v**
```verilog
module Adder (
	input [3:0] a,
	input [3:0] b,
	input c_in,
	input sel,
	output logic [3:0]s,
	output logic c_out
);
	logic [2:0] c_temp_1;
	logic c_out_1;
	logic [3:0] s_1;
	FullAdder fulladder_inst(
		.a(a[0]),
		.b(b[0]),
		.c_in(c_in),
		.c_out(c_temp_1[0]),
		.s(s_1[0])
	);
	FullAdder fulladder_inst_1(
		.a(a[1]),
		.b(b[1]),
		.c_in(c_temp_1[0]),
		.c_out(c_temp_1[1]),
		.s(s_1[1])
	);
	FullAdder fulladder_inst_2(
		.a(a[2]),
		.b(b[2]),
		.c_in(c_temp_1[1]),
		.c_out(c_temp_1[2]),
		.s(s_1[2])
	);
	FullAdder fulladder_inst_3(
		.a(a[3]),
		.b(b[3]),
		.c_in(c_temp_1[2]),
		.c_out(c_out_1),
		.s(s_1[3])
	);
	logic c_out_2;
	logic [3:0] s_2;
	logic [3:0] c_temp_2;
	logic [3:0] g;
	logic [3:0] p;
	FullAdder2 fulladder2_inst(
		.a(a[0]),
		.b(b[0]),
		.p(p[0]),
		.g(g[0])
	);
	FullAdder2 fulladder2_inst_1(
		.a(a[1]),
		.b(b[1]),
		.p(p[1]),
		.g(g[1])
	);
	FullAdder2 fulladder2_inst_2(
		.a(a[2]),
		.b(b[2]),
		.p(p[2]),
		.g(g[2])
	);
	FullAdder2 fulladder2_inst_3(
		.a(a[3]),
		.b(b[3]),
		.p(p[3]),
		.g(g[3])
	);
	assign c_temp_2[0] = g[0] | (p[0] & c_in);
	assign c_temp_2[1] = g[1] | (p[1] & c_temp_2[0]);
	assign c_temp_2[2] = g[2] | (p[2] & c_temp_2[1]);
	assign c_temp_2[3] = g[3] | (p[3] & c_temp_2[2]);
	assign c_out_2 = c_temp_2[3];
	assign s_2[0] = p[0] ^ c_in;
	assign s_2[1] = p[1] ^ c_temp_2[0];
	assign s_2[2] = p[2] ^ c_temp_2[1];
	assign s_2[3] = p[3] ^ c_temp_2[2];
	logic [3:0] s_3;
	logic c_out_3;
	FullAdder3 fulladder3_inst(
		.a(a),
		.b(b),
		.c_in(c_in),
		.s(s_3),
		.c_out(c_out_3)
	);
	always_comb begin
		if (sel) begin
			c_out = c_out_1;
			s = s_1;
		end else begin
			c_out = c_out_2;
			s = s_2;
		end
	end
endmodule  
module FullAdder (
	input a,
	input b,
	input c_in,
	output s,
	output c_out
);
	logic s_1;
	logic c_1;
	logic c_2;
	HalfAdder half_adder_inst_1(
		.a(a),
		.b(b),
		.s(s_1),
		.c_out(c_1)
	);
	HalfAdder half_adder_inst_2(
		.a(c_in),
		.b(s_1),
		.s(s),
		.c_out(c_2)
	);
	assign c_out = c_1 | c_2;
endmodule  
module FullAdder2 (
	input a,
	input b,
	output p,
	output g
);
	assign p = a ^ b;
	assign g = a & b;
endmodule  
module FullAdder3 (
	input [3:0]a,
	input [3:0]b,
	input c_in,
	output [3:0]s,
	output c_out
);
	assign {c_out, s} = a + b + c_in;
endmodule  
module HalfAdder (
	input a,
	input b,
	output s,
	output c_out
);
	assign s = a ^ b;
	assign c_out = a & b;
endmodule  
```
**flow/run.sh**
```bash
#!/bin/bash
# OpenROAD 26Q1-2900-gdf79404cd8, Yosys 0.63+post, stock flow scripts
make -C /OpenROAD-flow-scripts/flow DESIGN_CONFIG=/design/flow/config.mk WORK_HOME=/design/flow/orfs finish
```
==> flow_summary_export.csv <==
group,metric,value,unit
sta,hold_slack,3.04,ns
power,finalPower,28.3,uW
sta,hold_violations,0,
die,core.rowCount,21,
drt,wl_met2,207,microns
power,ir_worst_vdd,0.0110,mV
drt,viasPerCell,1.46,
worst_setup_path,crit_cells,8,
hold_path,min_path_cells,5,
final_layout,drive_above_1_share,0,%
worst_setup_path,cp-end-kind,"output port",
logic_synthesis,compound_area_share,0,%
worst_setup_path,crit_chain,"clkdlybuf4s50_1 > fa_1 > fa_1 > inv_1 > fa_1 > fa_1 > inv_1 > clkdlybuf4s50_1",
drt,wl_per_cell,7.36,microns
drt,diodes,0,
drt,top_layer,"met3",
sta,fin_crit,4.42,ns
sta,drv_slew,0,
sta,max_freq,226,MHz
worst_setup_path,cp_common_cell,"fa_1",
hold_path,min_from,"b[3]",
logic_synthesis,yosys_warnings,1,
logic_synthesis,ys_sh_simple,0,%
worst_setup_path,path_class,"primary input to output port",
placed_design,place.gp.congestion,0.733,
worst_setup_path,critPathBufInv,4,
worst_setup_path,crit_fanout,1,
drt,wl_met1,202,microns
grt,grt.overflow.total,0,
hold_path,min_path_type,"primary input to output port",
die,die.size.x,80,microns
cts,cts_setup_buffers,0,
logic_synthesis,ys_types,3,
logic_synthesis,syn_avg_cell_area,8.76,sq um
worst_setup_path,slowest_delay,0.45,ns
logic_synthesis,top_logic_kind,"adder cells",
final_layout,areaGrowthSynthToFinish,120,%
sta,tightestPinTransition,0.100,ns
worst_setup_path,cp.required,4.00,ns
final_layout,seqCellArea,0,sq um
job,maxCapViolCount,0,
die,die-height,80,microns
sta,setup_viol,0,
worst_setup_path,crit_family,"adder cells",
worst_setup_path,cp.arrival,3.42,ns
drt,vias,105,
final_layout,final_cells,72,
job,warnings,33,
outcome,status,"completed",
placed_design,place_inst,72,
die,fp_util,4.10,%
grt,grt_start_max_net_pins,2,
cts,cts_hold_buf,0,
final_layout,nFillCells,403,
power,p_per_area,92.0,nW/um^2
power,power.leakage,0.000127,uW
worst_setup_path,crit_slowest_cell,"clkdlybuf4s50_1",
logic_synthesis,syn_inst,16,
sta,period_used_share,88.5,%
die,fp.dieArea,6400,sq um
drt,route.detailed.drc,0,
drt,drt_iter0_drc,4,
logic_synthesis,muxShareOfSynthArea,0,%
sta,final.setup.tns,0,ns
grt,grt_first_pass_wirelength,703,microns
logic_synthesis,ys_chip_area,140,sq um
grt,track_usage,1.56,%
die,io_pins,15,
final_layout,n_clock_buffer,0,
drt,drtAntennaViolNets,0,
worst_setup_path,worstSetupStartpointType,"primary input",
placed_design,portBuffers,14,
logic_synthesis,xor_share,0,%
logic_synthesis,yosys.stat.seqShare,0,%
grt,antenna_found_initial,0,
grt,grt_pass1_vias,118,
logic_synthesis,ys_cells,16,
final_layout,seq_cells,0,
drt,routed_wl,530,microns
drt,drtPass1Iterations,2,
placed_design,dp_hpwl,520,microns
sta,rsz0062_at_grt,"false",
logic_synthesis,netlist_area,140,sq um
cts,cts_resized,0,
logic_synthesis,ys_sh_adder,57.1,%
hold_path,min_to,"s[3]",
drt,wl_met3,119,microns
sta,max_slew_margin,93.3,%
die,core,3420,sq um
## logic make-up after synthesis
group	after synthesis
buffers and inverters	12
adders and majority gates	4
## area by class of cell
cell class                      count  area (sq um)  area share (%)
Inverter                            8          30.0            9.76
Multi-Input combinational cell      4          80.1            26.0
Tap cell                           46          57.6            18.7
Timing Repair Buffer               14           140            45.5
## cell usage after synthesis
| library cell | instances | area share, % |
|---|---|---|
| inv_1 | 8 | 21 |
| buf_4 | 4 | 21 |
| fa_1 | 4 | 57 |
## how the worst max path moves through the flow
stage	start	to	slack, ns
after CTS	a[0]	s[3]	0.56
final	a[0]	s[3]	0.58
after global routing	a[0]	s[3]	0.46
## routing by layer
layer	up-vias	track usage, %
li1	56	-
met2	9	2.17
met5	-	0
met1	40	1.81
met3	0	1.48
met4	0	0
## per-stage QoR
stage	cell area [sq um]	utilization, %	setup WS, ns
after floorplan	140	-	1.46
final	308	9.01	0.575
after global placement	308	9.01	0.568
after detailed placement	308	9.01	0.563
after CTS	308	9.01	0.563
after global routing	308	9.01	0.458
## cell usage in the layout, fill, tap and decap left out
cell type,instances
clkdlybuf4s50_1,14
fa_1,4
inv_1,8
## report_power, final
part	switching, uW	internal [uW]	total [uW]
Combinational	7.77	20.5	28.3
Clock	0	0	0
Sequential	0	0	0
Power is estimated from default activity; no workload was simulated.
