[flow/config.mk]
export PLATFORM = sky130hd
export DESIGN_NAME = Counter
export DESIGN_NICKNAME = Counter
export VERILOG_FILES = /design/flow/design.v
export SDC_FILE = /design/flow/constraint.sdc
export NUM_CORES = 4
export LEC_CHECK = 1
export CORE_UTILIZATION = 30
[flow/constraint.sdc]
current_design Counter

set clk_period 6.9
set clk_io_pct 0.2

create_clock -name clk0 -period $clk_period [get_ports {clk}]

set non_clock_inputs [all_inputs -no_clocks]
set_input_delay [expr $clk_period * $clk_io_pct] -clock clk0 $non_clock_inputs
set_output_delay [expr $clk_period * $clk_io_pct] -clock clk0 [all_outputs]
[flow/design.v]
module ClockDivicer (
	input wire clk_1M,
	output reg clk_1
);
	logic [31:0] counter;
	always_ff @ (posedge clk_1M) begin
		if (counter == 32'd500000) begin
			counter <= 0;
			clk_1 <= ~clk_1;
		end else begin
			counter <= counter + 1;
		end
	end
endmodule
module Counter (
	input wire clk,
	input wire rst,
	input wire sel,
	output reg[6:0] digital_10,
	output reg[6:0] digital_1
);
	logic clk_1;
	logic [3:0] number_10;
	logic [3:0] number_1;
	logic clk_in;
	ClockDivicer clock_divicer_inst (
		.clk_1M(clk),
		.clk_1(clk_1)
	);
	assign clk_in = sel ? clk_1 : clk;
	always_ff @ (posedge clk_in) begin
		if (rst) begin
			number_1 <= 0;
			number_10 <= 0;
		end else begin
			if (number_1 == 9 && number_10 == 5) begin
				number_1 <= 0;
				number_10 <= 0;
			end else if (number_1 == 9) begin
				number_1 <= 0;
				number_10 <= number_10 + 1;
			end else begin
				number_1 <= number_1 + 1;
			end
		end 
	end
	Decoder decoder_inst_1(
		.number(number_1),
		.digital(digital_1)
	);
	Decoder decoder_inst_10(
		.number(number_10),
		.digital(digital_10)
	);
endmodule
module Decoder (
	input wire[3:0] number,
	output reg[6:0] digital
);
	always_comb begin
        if (number == 4'd0) begin
            digital = 7'b0111111;
        end else if (number == 4'd1) begin
            digital = 7'b0000110;
        end else if (number == 4'd2) begin
            digital = 7'b1011011;
        end else if (number == 4'd3) begin
            digital = 7'b1001111;
        end else if (number == 4'd4) begin
            digital = 7'b1100110;
        end else if (number == 4'd5) begin
            digital = 7'b1101101;
        end else if (number == 4'd6) begin
            digital = 7'b1111101;
        end else if (number == 4'd7) begin
            digital = 7'b0000111;
        end else if (number == 4'd8) begin
            digital = 7'b1111111;
        end else if (number == 4'd9) begin
            digital = 7'b1101111;
        end else begin
            digital = 7'b0000000;
        end
	end
endmodule  
[flow/run.sh]
#!/bin/bash
# OpenROAD 26Q1-2900-gdf79404cd8, Yosys 0.63+post, stock flow scripts
make -C /OpenROAD-flow-scripts/flow DESIGN_CONFIG=/design/flow/config.mk WORK_HOME=/design/flow/orfs finish
==> results.py <==
# Auto-generated metrics
metrics = {
    "yosys": {
        "yosys.area.top_type_share": 0.352,
        "postSynthCellCount": 270,
        "aoi_share": 0.109,
        "yosysChipArea_um2": 2270,
        "synthAdderAreaFrac": 0.0550,
        "multiplexer_share_of_the_synthesized_area": 0.0369,
        "post_synth.cell_area_avg_um2": 8.42,
        "synthTopCellsByArea": "sky130_fd_sc_hd__dfxtp_1 (35%), sky130_fd_sc_hd__xnor2_1 (5.8%), sky130_fd_sc_hd__ha_1 (5.5%)",
        "yosys_cells": 270,
        "top_logic_kind": "simple AND/OR/NAND/NOR gates",
        "ys_async_sr_fraction": 0,
        "yosysWarningCount": 3,
        "synth.largest_area_cell": "sky130_fd_sc_hd__dfxtp_1",
        "flop_cell": "sky130_fd_sc_hd__dfxtp_1",
        "synthXorXnorAreaFrac": 0.108,
        "ys_sh_simple": 0.271,
        "synth_area_um2": 2270,
        "distinct_cell_type_count_of_the_synthesized_netlist": 43,
        "ys_ff": 41,
        "enable_flop_cells": 1,
        "synth_seq_share": 0.365,
        "top_cells_by_count": "sky130_fd_sc_hd__dfxtp_1 (40), sky130_fd_sc_hd__nor2_1 (29), sky130_fd_sc_hd__a21oi_1 (19)",
        "synthMostInstantiatedCell": "sky130_fd_sc_hd__dfxtp_1",
    },
    "critical_path": {
        "worst-endpoint-arrival_ns": 2.58,
        "cp.required_ns": 5.52,
        "cp_max_fo": 7,
        "setup.worst_path.end_class": "output port",
        "worstSetupStartpointType": "flop",
        "timing_worst_setup_path_type": "reg2out",
    },
    "power": {
        "fraction_of_power_consumed_by_the_clock_network": 0.493,
        "p_switching_mw": 0.106,
        "peak_supply_drop_v": 0.000102,
        "intPower_mw": 0.402,
        "cellPowerDensity_nw_per_um2": 188,
        "share_seq_of_total_power": 0.433,
        "total_power_mw": 0.508,
        "p_leak_nw": 1.02,
        "sw_frac_of_total": 0.209,
        "power.combinational.fraction": 0.074,
    },
    "route": {
        "detail_route.antenna_diodes": 0,
        "top_signal_layer_used": "met4",
        "avgViaCountPerCell": 4.85,
        "drtIter0Drc": 56,
        "routed_wl_um": 4280,
        "drc": 0,
        "detail_route.first_pass.iterations": 4,
        "detailroute.via_count": 1876,
        "routed-wl-met2_um": 1820,
        "route.antenna.remaining_nets": 0,
        "met3_length_um": 198,
        "avgRoutedWirePerCell_um": 11.0,
        "wire_length_on_met1_um": 2230,
    },
    "clock_tree": {
        "cts_resized": 0,
        "clk_transition_reported_paths_ns": 0.07,
        "count_of_hold_buffers_inserted_by_post_cts_repair": 0,
        "tritoncts": "yes",
        "setup_fix_bufs_post_cts": 0,
        "clock_latency_ns": 0.50,
    },
    "worst_hold_path": {
        "hold_path.class": "reg2reg",
    },
    "timing": {
        "tightestPinTransition_ns": 0.744,
        "timing_max_transition_violations_final": 0,
        "unrepaired_setup_endpoints_after_global_routing": "false",
        "final_critical_path_setup_slack_ns": 2.94,
        "fin_setup_tns_ns": 0,
        "finalClockSkew_ns": 0.00472,
        "hold_viol": 0,
        "final-setup-viol-count": 0,
        "maximum_clock_frequency_mhz": 252,
        "period_used_share": 0.575,
        "finalWorstPathRequiredPeriod_ns": 3.96,
        "relative_slew_slack": 0.500,
    },
    "final_layout": {
        "post-route-util": 0.370,
        "layout.filler_cells": 762,
        "proportion_of_layout_cells_with_a_drive_suffix_above_1": 0.0833,
        "regArea_um2": 831,
        "finish.instance_area_um2": 2700,
        "logic_area_um2": 1320,
        "area.growth.synth_to_final_pct": 18.7,
    },
    "placed_design": {
        "post_place_worst_slack_ns": 3.54,
        "place_area_um2": 2500,
        "routabilityCongestion": 0.788,
        "placement.io_buffers": 16,
        "post-dp-hpwl_um": 2970,
    },
    "grt": {
        "maximum_number_of_pins_on_one_net_before_global_route_repair": 18,
        "grt_first_pass_wirelength_um": 7340,
        "grt_antenna_before_repair": 0,
        "grt_util_all_layers": 0.120,
        "globalRouteOverflowTotal": 0,
        "grt_pass1_vias": 1610,
    },
    "floorplan": {
        "die_area_um2": 7930,
        "floorplan.rows": 31,
        "dieWidth_um": 89.1,
        "die_y_um": 89.1,
        "fp_util": 0.312,
        "core_area_um2": 7290,
        "io-pin-count": 17,
    },
    "flow_run": {
        "count_of_max_cap_constraint_violations": 0,
        "tool_warnings": 32,
    },
    "run_status": {
        "run_status": "finished clean",
    },
}
## state kept, by name, indices dropped and copies added (netlist names)
signal and count:
clock_divicer_inst.clk_1 1, clock_divicer_inst.counter 32, number_1 4, number_10 4
## worst max-delay path: stages (launching register included)
cell                              delay [ns]
sky130_fd_sc_hd__dfxtp_1                0.37
sky130_fd_sc_hd__inv_1                  0.11
sky130_fd_sc_hd__ha_1                   0.30
sky130_fd_sc_hd__nor2_1                 0.28
sky130_fd_sc_hd__nand2_1                0.08
sky130_fd_sc_hd__mux2_2                 0.27
sky130_fd_sc_hd__o22ai_1                0.12
sky130_fd_sc_hd__clkdlybuf4s50_1        0.48
## through the flow
stage,hold WS (ns),std cells
floorplan,0.431,270
global placement,0.446,372
detailed placement,0.450,372
CTS,0.460,387
global route,0.475,387
finish,0.454,387
## final cells by class
| class | count | area share |
|---|---|---|
| clock inverter | 1 | 0.00185 |
| timing repair buffer | 16 | 0.0593 |
| sequential | 41 | 0.308 |
| clock buffer | 14 | 0.0714 |
| tap | 99 | 0.0459 |
| inverter | 18 | 0.0250 |
| multi-input combinational | 198 | 0.489 |
## placed cells by master, fill, tap and decap left out, types with 2 or more instances in the layout
cell type / n
sky130_fd_sc_hd__nand3b_1: 2
sky130_fd_sc_hd__and3_1: 7
sky130_fd_sc_hd__and2_1: 2
sky130_fd_sc_hd__o22ai_1: 3
sky130_fd_sc_hd__inv_1: 18
sky130_fd_sc_hd__nor4b_1: 3
sky130_fd_sc_hd__nand4_1: 8
sky130_fd_sc_hd__a22oi_1: 2
sky130_fd_sc_hd__nor3_1: 9
sky130_fd_sc_hd__o21a_1: 2
sky130_fd_sc_hd__nor2_1: 29
sky130_fd_sc_hd__o21ai_0: 9
sky130_fd_sc_hd__nor3b_1: 3
sky130_fd_sc_hd__nor4_1: 7
sky130_fd_sc_hd__or3_1: 3
sky130_fd_sc_hd__nor4_2: 2
sky130_fd_sc_hd__o32ai_1: 2
sky130_fd_sc_hd__xnor2_1: 15
sky130_fd_sc_hd__nor2b_1: 3
sky130_fd_sc_hd__clkbuf_8: 14
sky130_fd_sc_hd__mux2i_1: 5
sky130_fd_sc_hd__nand3_1: 11
sky130_fd_sc_hd__a21oi_1: 19
sky130_fd_sc_hd__nand2_1: 14
sky130_fd_sc_hd__ha_1: 10
sky130_fd_sc_hd__mux2_2: 3
sky130_fd_sc_hd__xor2_1: 13
sky130_fd_sc_hd__clkdlybuf4s50_1: 16
sky130_fd_sc_hd__dfxtp_1: 40
## routing by layer
layer / up-vias / global-route usage
met5: - / 0
met4: 0 / 0.0130
met3: 5 / 0.0403
met2: 26 / 0.165
met1: 864 / 0.190
li1: 981 / -
## cell families (layout without fill, tap and decap cells)
| logic type | Yosys count | after routing |
|---|---|---|
| AOI/OAI and AO/OA | 42 | 42 |
| adders and majority gates | 10 | 10 |
| buffers and inverters | 31 | 49 |
| and+or+nand+nor | 110 | 110 |
| xor gates and xnor gates | 28 | 28 |
| DFF | 41 | 41 |
| muxes | 8 | 8 |
## power groups by stage
stage	Combinational [mW]	Clock [mW]	Sequential, mW
5_1_grt	0.0428	0.268	0.220
6_report	0.0374	0.250	0.220
4_1_cts	0.0379	0.256	0.220
## worst paths after layout
kind         depth (start not counted)                           start                              to  slack [ns]
max                                  7                    number_10[0]                   digital_10[6]        2.94
min                                  1  clock_divicer_inst.counter[17]  clock_divicer_inst.counter[17]        0.45
max reg2reg                          5   clock_divicer_inst.counter[0]  clock_divicer_inst.counter[18]        4.83
min reg2reg                          1  clock_divicer_inst.counter[17]  clock_divicer_inst.counter[17]        0.45
Power is estimated from default activity; no workload was simulated.
